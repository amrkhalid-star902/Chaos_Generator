[./design.v]
`timescale 1ns / 1ps
module Lorenz(clk , x , y , z);
    wire signed [31:0] sigma = {7'b0001010 , 25'b0};  
    wire signed [31:0] beta = {7'b0000010 , 25'b1010101010101010101010101};  
    wire signed [31:0] rho = {7'b0011100 , 25'b0};  
    wire signed [31:0] scale = {7'b0000001 , 20'b10000000001010101010};
    wire signed [31:0] dt = {7'b0 , 20'b00000001000000000000};
    parameter signed [31:0] xo = {7'b1000001 , 25'b0};  
    parameter signed [31:0] yo = {7'b0 , 25'b0001100110011001100110011};  
    parameter signed [31:0] zo = {7'b0011001 , 25'b0};  
    input wire clk;
    output reg signed [31:0] x = xo ;
    output reg signed [31:0] y = yo;
    output reg signed [31:0] z = zo;
    reg signed [26:0] dx;
    reg signed [26:0] dy;
    reg signed [26:0] dz;
    wire signed [31:0] m1 , m2 , m3 , m4 , m5 , m6 , m7 , m8 , m9;
    signed_mult sm1 (.a(m1) , .b(sigma) , .out(m2));
    signed_mult sm2 (.a(m3) , .b(m4) , .out(m5));
    signed_mult sm3 (.a(m3) , .b(y) , .out(m6));
    signed_mult sm4 (.a(m7) , .b(beta) , .out(m8));
    assign m1 = (y - x) >>> 8;
    assign m3 = x >>> 8;
    assign m4 = rho - z;
    assign m7 = z >>> 8;
    assign m9 = (y >>> 8);
    always@(posedge clk)
    begin
        x = x + m2;
        y = y + m5 - m9;
        z = z + m6 - m8;
    end
endmodule
`timescale 1ns / 1ps
module Lorenz3D(
    clk,
    pinX,
    pinY,
    pinZ,
	serial_data
    );
	input wire clk;
    output wire pinX;
    output wire pinY;
    output wire pinZ;
    output wire serial_data;
    reg [2:0] i = 0;
    wire [7:0] inputdata;
    wire       done_bit;
    reg        start = 0;
    wire       active;
    wire       out_serial;
    reg        triger = 1;
    reg [3:0] count = 0;
	wire signed [31:0] x , y , z , xm , ym , zm;
	wire signed [31:0] scale = {7'b0001001 , 25'b0000001111010111000010100};
	reg [31:0] key; 
	wire slowclock;
	Slowclock clock ( .clk(clk), .slowclock(slowclock));
    Lorenz  L1(
     .clk(slowclock),
     .x(x),
     .y(y),
     .z(z)
    );
	UART_Tx1  #(435) U1 ( .clk(clk), .Tx_s(start), .Tx_Data(inputdata), .Tx_Active(active),  .Tx_serial_out(out_serial), .Tx_Done(done_bit));
	always@(posedge clk)
    begin
        if(done_bit == 1'b1)
        begin
            i = i + 1;
        end
        if( i == 3'b000 && triger == 1'b1)
        begin
            key = x;            
            start = 1;
            triger = 0;
        end
        if(i == 3'b100)
        begin
            i = 0;
            triger = 1;
        end
    end
	delta_sigma_dac d1 (.clk(clk), .PWM_in(x[31:9]), .PWM_out(pinX));
    delta_sigma_dac d2 (.clk(clk), .PWM_in(y[31:9]), .PWM_out(pinY));
	delta_sigma_dac d3 (.clk(clk), .PWM_in(z[31:9]), .PWM_out(pinZ));
	signed_mult sm1 (.a(x) , .b(scale) , .out(xm));
	signed_mult sm2 (.a(y) , .b(scale) , .out(ym));
	signed_mult sm3 (.a(z) , .b(scale) , .out(zm));
	assign serial_data = out_serial;
    assign inputdata = key[((i + 1) * 8 - 1) -: 8];
endmodule
`timescale 1ns / 1ps
module Slowclock(
    input clk,
    output slowclock
    );
    reg [25:0] counter = 0;
    reg clockout = 0;
    always@(posedge clk)
    begin
        if( counter == 1)
        begin
            clockout <= !clockout;        
            counter <= 0;
        end
        else
            counter <= counter + 1;
    end
    assign slowclock = clockout;
endmodule
`timescale 1ns / 1ps
module UART_Tx1
    #(parameter CLKS_PER_BIT = 435)
    (
        input clk,
        input Tx_s,
        input [7:0] Tx_Data,
        output Tx_Active,
        output reg Tx_serial_out,
        output Tx_Done
    );
    localparam TX_IDLE = 3'b000;
    localparam TX_START_BIT = 3'b001;
    localparam TX_DATA_SEND = 3'b010;
    localparam TX_STOP = 3'b011;
    localparam TX_CLEAN = 3'b100;
    reg [2:0] MAIN_STATE = 0;
    reg [9:0] clk_count = 0;
    reg [2:0] Bit_Index = 0;
    reg [7:0] Send_Data = 0;
    reg       Done = 0;
    reg       Active = 0;
    always@(posedge clk)
    begin
        case(MAIN_STATE)
            TX_IDLE:
                begin
                    Tx_serial_out <= 1'b1;
                    Done <= 1'b0;
                    clk_count <= 1'b0;
                    Bit_Index <= 1'b0;
                    if(Tx_s == 1'b1)
                        begin
                            Active <= 1'b1;
                            Send_Data <= Tx_Data;
                            MAIN_STATE <= TX_START_BIT;
                        end
                     else
                        MAIN_STATE <= TX_IDLE;
                end
            TX_START_BIT:
                begin
                    Tx_serial_out <= 1'b0;
                    if(clk_count < CLKS_PER_BIT - 1)
                        begin
                            clk_count <= clk_count + 1;
                            MAIN_STATE <= TX_START_BIT;
                        end
                    else
                        begin    
                            clk_count <= 1'b0;
                            MAIN_STATE <= TX_DATA_SEND;
                        end
                end       
            TX_DATA_SEND:
                begin
                    Tx_serial_out <= Send_Data[Bit_Index];
                    if(clk_count < CLKS_PER_BIT - 1)
                        begin
                            clk_count <= clk_count + 1;
                            MAIN_STATE <= TX_DATA_SEND;
                        end
                    else
                        begin
                            clk_count <= 1'b0;
                            if(Bit_Index < 7)
                                begin
                                    Bit_Index <= Bit_Index + 1;
                                    MAIN_STATE <= TX_DATA_SEND;
                                end
                            else
                                begin
                                    Bit_Index <= 1'b0;
                                    MAIN_STATE <= TX_STOP;
                                end
                        end
                end
            TX_STOP:
                begin
                    Tx_serial_out <= 1'b1;
                    if(clk_count < CLKS_PER_BIT - 1)
                        begin
                            clk_count <= clk_count + 1;
                            MAIN_STATE <= TX_STOP;
                        end
                    else
                        begin
                            Done <= 1'b1;
                            clk_count <= 1'b0;
                            MAIN_STATE <= TX_CLEAN;
                            Active <= 1'b0;
                        end    
                end
            TX_CLEAN:
                begin
                    Done <= 1'b1;
                    MAIN_STATE <= TX_IDLE;
                end
            default:
                MAIN_STATE <= TX_IDLE;    
        endcase
    end
    assign Tx_Active = Active;
    assign Tx_Done = Done;
endmodule
`timescale 1ns / 1ps
module delta_sigma_dac(clk, PWM_in, PWM_out);
input wire clk;
input wire [15:0] PWM_in;
output reg PWM_out = 0;
reg [16:0] PWM_accumulator = 0;
always @(posedge clk) 
begin
     PWM_accumulator = PWM_accumulator + PWM_in;
     PWM_out = PWM_accumulator[16];
     PWM_accumulator[16] = 0;
end 
endmodule
`timescale 1ns / 1ps
module signed_mult(a , b , out);
    output [31:0] out;
    input signed [31:0] a;
    input signed [31:0] b;
    wire signed [63:0] mult_out;
    assign mult_out = a*b;
    assign out  = {mult_out[63] , mult_out[55:25]};
endmodule
[./run.sh]
#!/bin/bash
# OpenROAD 26Q1-2900-gdf79404cd8, Yosys 0.63+post, stock flow scripts
make -C /OpenROAD-flow-scripts/flow DESIGN_CONFIG=/design/flow/config.mk WORK_HOME=/design/flow/orfs finish
[./config.mk]
export PLATFORM = sky130hd
export DESIGN_NAME = Lorenz3D
export DESIGN_NICKNAME = Lorenz3D
export VERILOG_FILES = /design/flow/design.v
export SDC_FILE = /design/flow/constraint.sdc
export NUM_CORES = 4
export LEC_CHECK = 1
export CORE_UTILIZATION = 50
[./constraint.sdc]
current_design Lorenz3D

set clk_period 6.7
set clk_io_pct 0.2

create_clock -name clk0 -period $clk_period [get_ports {clk}]

set non_clock_inputs [all_inputs -no_clocks]
set_input_delay [expr $clk_period * $clk_io_pct] -clock clk0 $non_clock_inputs
set_output_delay [expr $clk_period * $clk_io_pct] -clock clk0 [all_outputs]
==> run notes <==
The synthesis and place-and-route flow finished, so here is a summary.

Buffers added to address setup during post-CTS repair amount to 0. The number of clock buffers added by TritonCTS is 17. After layout, the worst path uses just under 50% of the clock period.

Global routing consumed, over all layers together, about 30% of the routing resources. The power per standard cell area is between 30 and 40 mW/mm^2. The number of inserted filler cells in the final layout came out at between 10,000 and 15,000. The post-cts repair resize count came out at 0.

The area growth from synthesis to final layout is 4.38%. The number of standard cells in the layout, taps in and fillers out is 9,937. The count of instantiated cells in the yosys netlist came out at 8,056. The global-route wire length before repair is approximately 320,000 um.

The fraction of registers with async set or reset after synthesis is 0%. The maximum fanout count along the critical path came out at 2. The number of OpenROAD warnings came out at about 55. The run finished with clean final reports. The core box area came out at ~0.15 sq mm.

The number of design rule violations left after detail routing came out at 0. The worst setup path is launched from a flop. The type recorded for the worst min-delay path is flop to flop. The setup path with the least slack is of type flop to flop. The final wirelength came out at approximately 200,000 um. Entering global routing, the biggest net connects around 60 pins.

The count of buffers from port buffering came out at 4. The sequential-to-total area share from yosys stat is under 10%. Among all flip-flop cells after synthesis, the most frequent one is sky130_fd_sc_hd__dfxtp_1. Setup repair after global routing left no endpoint under its margin. The number of iterations in the first detailed-routing pass is 5. The maximum clock frequency came out at 304 MHz. The clock-pin slew of the registers on the worst-case setup and hold paths came out at 110 ps.

The required time of the critical path is 7140 ps. The post-synthesis area per instance came out at 9.33 sq um. The synthesis-stage register bit count came out at around 240. The number of hold-slack violations in the final timing report came out at 0. The via density per instance came out at around 5.3. The number of endpoints failing setup at the final stage is 0. The chip area came out at roughly 0.15 sq mm. The global placer's final weighted congestion came out at approximately 0.96. The total overflow left after global routing is 0.

The critical path data arrival time is between 3000 and 4000 ps. The post-synth count of flops with an enable pin is 56. The type of destination of the critical path is a flop. The multi-input combinational cell area came out at approximately 0.062 sq mm. The post-detailed-route wirelength per cell is ~20 um.

At the later pin of the worst-skew pair, clock insertion delay measures 500 ps. Across all layers, the routed design uses around 52,000 vias. The slew at the pin closest to its max-slew limit came out at ~930 ps. The worst-case clock skew is 34.1 ps. The register area is 0.00530 sq mm. The H-tree depth came out at 4. The netlist area before placement is roughly 0.075 sq mm. The worst-case vdd ir drop is approximately 0.19 mV.

Subtracting the final worst setup slack from the clock period gives approximately 3300 ps. The via count of the first global-routing pass was between 50,000 and 60,000. The number of buffers on the longest clock path is 2. The count of different cell masters after synthesis is between 90 and 100. Per the post-route antenna check, the number of violating nets is 0.

The clock tree root buffer cell is sky130_fd_sc_hd__clkbuf_16. The final timing report lists a max-slew violation count of 0. The total negative slack for setup checks came out at 0 ps. The relative slew slack is a little under two fifths.

According to the Yosys statistics, the synthesized design has a chip area of approximately 0.075 sq mm. The share of layout cells above drive strength 1 is roughly 3.4%. The HPWL after detailed placement is approximately 160,000 um.

Including well taps, the total number of placed cells is 9,899. For this run, the number of Yosys warnings is 5. The initial antenna violation count is 3.

The max-capacitance violation count came out at 0. For this design the static power due to leakage is between 30 and 40 nW. The I/O pin count is 5.

The die boundary height is around 390 um. The first-iteration detailed-routing DRC count is about 2,200. The count of endpoints without a timing constraint came out at between 100 and 150. TritonCTS built the clock tree. The quantity of hold-fixing buffers added after cts came out at 0.

The width of the die is between 300 and 400 um. The number of standard-cell rows in the floorplan came out at approximately 140. The count of unclocked register or latch pins is approximately 95. The number of instances in the synthesized netlist is between 8,000 and 9,000. The initial utilization of the core area, before any placement, comes to 50.7%.
[power by group]
group	switching, W	internal (W)	total [W]	leakage, nW
Sequential	0.0000861	0.00106	0.00114	2.04
Combinational	0.000238	0.000170	0.000408	36.1
Clock	0.000521	0.000569	0.00109	0.303
Total	0.000845	0.00180	0.00264	38.5
[synthesized netlist by cell type, types with 7 or more instances]
| library cell | count | area (sq um) |
|---|---|---|
| sky130_fd_sc_hd__inv_1 | 1923 | 7220 |
| sky130_fd_sc_hd__fa_1 | 1774 | 35500 |
| sky130_fd_sc_hd__nand2_1 | 924 | 3470 |
| sky130_fd_sc_hd__ha_1 | 719 | 9000 |
| sky130_fd_sc_hd__nor2_1 | 451 | 1690 |
| sky130_fd_sc_hd__and2_1 | 448 | 2800 |
| sky130_fd_sc_hd__clkbuf_1 | 280 | 1050 |
| sky130_fd_sc_hd__xnor2_1 | 230 | 2010 |
| sky130_fd_sc_hd__dfxtp_1 | 179 | 3580 |
| sky130_fd_sc_hd__a21oi_1 | 164 | 821 |
| sky130_fd_sc_hd__o21ai_0 | 106 | 531 |
| sky130_fd_sc_hd__a21o_1 | 91 | 683 |
| sky130_fd_sc_hd__xor2_1 | 85 | 744 |
| sky130_fd_sc_hd__nor3_1 | 62 | 310 |
| sky130_fd_sc_hd__nand3_1 | 58 | 290 |
| sky130_fd_sc_hd__edfxtp_1 | 56 | 1680 |
| sky130_fd_sc_hd__o21a_1 | 42 | 315 |
| sky130_fd_sc_hd__nor2b_1 | 41 | 257 |
| sky130_fd_sc_hd__nand2b_1 | 38 | 238 |
| sky130_fd_sc_hd__and3_1 | 36 | 225 |
| sky130_fd_sc_hd__o21bai_1 | 29 | 218 |
| sky130_fd_sc_hd__a31oi_1 | 25 | 156 |
| sky130_fd_sc_hd__clkinv_1 | 24 | 90.1 |
| sky130_fd_sc_hd__nand4_1 | 22 | 138 |
| sky130_fd_sc_hd__a211oi_1 | 21 | 158 |
| sky130_fd_sc_hd__a21boi_0 | 19 | 143 |
| sky130_fd_sc_hd__o21ai_1 | 14 | 70.1 |
| sky130_fd_sc_hd__or3_1 | 11 | 68.8 |
| sky130_fd_sc_hd__nor4_1 | 10 | 62.6 |
| sky130_fd_sc_hd__or2_2 | 10 | 62.6 |
| sky130_fd_sc_hd__and4_1 | 8 | 70.1 |
| sky130_fd_sc_hd__mux2_2 | 8 | 90.1 |
| sky130_fd_sc_hd__o211ai_1 | 8 | 60.1 |
| sky130_fd_sc_hd__a2111oi_0 | 7 | 61.3 |
| sky130_fd_sc_hd__a22oi_1 | 7 | 52.6 |
| sky130_fd_sc_hd__buf_1 | 7 | 26.3 |
| sky130_fd_sc_hd__o31ai_1 | 7 | 52.6 |
[final timing paths]
path / startpoint / endpoint / slack [ps] / depth (start not counted)
max reg2reg: d3.PWM_accumulator[0] / d3.PWM_out / 3410 / 16
max: d3.PWM_accumulator[0] / d3.PWM_out / 3410 / 16
min reg2reg: d3.PWM_accumulator[0] / d3.PWM_accumulator[0] / 450 / 1
min: d3.PWM_accumulator[0] / d3.PWM_accumulator[0] / 450 / 1
[sequential cells by signal, summed over array words and instances, names as in the netlist]
name and count:
d3.PWM_out 1, d2.PWM_out 1, U1.Tx_serial_out 1, U1.MAIN_STATE 3, L1.y 32, i 3
L1.x 31, start 1, triger 1, key 31, U1.Send_Data 8, U1.clk_count 10
d1.PWM_out 1, U1.Bit_Index 3, clock.counter 26, clock.clockout 1, d2.PWM_accumulator 16, d3.PWM_accumulator 16
U1.Done 1, L1.z 32, d1.PWM_accumulator 16
[kinds of logic after synthesis]
group                      count (synthesis)  share of synthesized area, %
AOI/OAI and AO/OA                        624                          5.58
muxes                                     13                         0.220
and+or+nand+nor                         2136                          13.1
adders and majority gates               2493                          59.2
buffers and inverters                   2237                          11.2
xor gates and xnor gates                 316                          3.69
other                                      2                       0.00999
DFF                                      235                          7.01
[worst max-delay path, cell delays in order, from the launching register on]
cell                       delay (ps)
sky130_fd_sc_hd__dfxtp_1          320
sky130_fd_sc_hd__ha_1             160
sky130_fd_sc_hd__inv_1             50
sky130_fd_sc_hd__fa_1             400
sky130_fd_sc_hd__nor2b_1          120
sky130_fd_sc_hd__o21ai_0          120
sky130_fd_sc_hd__a21boi_0         250
sky130_fd_sc_hd__o21ai_0          140
sky130_fd_sc_hd__a21boi_0         250
sky130_fd_sc_hd__o21ai_0          150
sky130_fd_sc_hd__a21boi_0         250
sky130_fd_sc_hd__o21ai_0          160
sky130_fd_sc_hd__a21boi_0         260
sky130_fd_sc_hd__o21ai_0          110
sky130_fd_sc_hd__nand2b_1         140
sky130_fd_sc_hd__a31oi_1          140
sky130_fd_sc_hd__o21ai_0          200
[per-stage QoR]
step	cell area (sq um)	hold WS (ps)	util (%)	setup WS [ps]	power [W]
2_1_floorplan	75200	420	-	3940	0.00146
3_3_place_gp	77800	426	52.4	3570	0.00155
3_5_place_dp	77800	434	52.4	3510	0.00157
4_1_cts	78400	454	52.9	3450	0.00267
5_1_grt	78400	471	52.9	3050	0.00277
6_report	78400	451	52.9	3410	0.00264
[cells in the final DEF, fill, tap and decap left out, types with 8 or more instances in the layout]
master                      synthesis  layout
sky130_fd_sc_hd__o21ai_0          106     106
sky130_fd_sc_hd__ha_1             719     719
sky130_fd_sc_hd__o21ai_1           14      14
sky130_fd_sc_hd__nand4_1           22      22
sky130_fd_sc_hd__xnor2_1          230     201
sky130_fd_sc_hd__xor2_1            85      85
sky130_fd_sc_hd__buf_4              0     125
sky130_fd_sc_hd__a21oi_1          164     164
sky130_fd_sc_hd__or3_1             11      11
sky130_fd_sc_hd__or2_2             10      10
sky130_fd_sc_hd__a31oi_1           25      25
sky130_fd_sc_hd__nor2b_1           41      41
sky130_fd_sc_hd__inv_1           1923    1923
sky130_fd_sc_hd__and3_1            36      36
sky130_fd_sc_hd__a211oi_1          21      21
sky130_fd_sc_hd__fa_1            1774    1774
sky130_fd_sc_hd__dfxtp_1          179     155
sky130_fd_sc_hd__and4_1             8       8
sky130_fd_sc_hd__a21o_1            91      91
sky130_fd_sc_hd__nor2_1           451     450
sky130_fd_sc_hd__nand3_1           58      58
sky130_fd_sc_hd__edfxtp_1          56      56
sky130_fd_sc_hd__xnor2_2            1      30
sky130_fd_sc_hd__nand2b_1          38      38
sky130_fd_sc_hd__nor3_1            62      62
sky130_fd_sc_hd__a21boi_0          19      19
sky130_fd_sc_hd__o21bai_1          29      29
sky130_fd_sc_hd__nand2_1          924     924
sky130_fd_sc_hd__nor4_1            10      10
sky130_fd_sc_hd__o211ai_1           8       8
sky130_fd_sc_hd__mux2_2             8       8
sky130_fd_sc_hd__clkinv_1          24      25
sky130_fd_sc_hd__o21a_1            42      42
sky130_fd_sc_hd__dfxtp_2            0      24
sky130_fd_sc_hd__clkbuf_16          0      17
sky130_fd_sc_hd__and2_1           448     448
[area by class of cell]
cell class | count | share of cell area (%)
repair buffers | 129 | 1.25
clock buffers | 17 | 0.542
well taps | 2002 | 3.19
clock inverters | 15 | 0.250
flip-flops and latches | 235 | 6.75
diodes | 6 | 0.0191
inverters | 1949 | 9.33
multi-input cells | 5584 | 78.7
[metal layers]
metal	GRT usage (%)	wire (um)
met5	0.128	0
met3	13.7	22000
met4	8.09	7830
met1	41.6	77600
met2	44.6	91500
Power and IR drop assume default switching activity.
